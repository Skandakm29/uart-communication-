==> design/flow/design.v <==
`timescale 1ns / 1ps
module uart_rx 
  #(parameter CLKS_PER_BIT=217)
  (
   input wire clk,              
   input wire rst,              
   input wire rx_serial,        
   output reg rx_done,          
   output reg [7:0] rx_byte     
   );
  parameter IDLE         = 3'b000;
  parameter START        = 3'b001;
  parameter DATA         = 3'b010;
  parameter STOP         = 3'b011;
  parameter CLEANUP      = 3'b100;
  reg [2:0] state = IDLE;      
  reg [7:0] baud_counter = 0;  
  reg [2:0] bit_index = 0;     
  reg [7:0] shift_reg = 0;     
  always @(posedge clk or posedge rst) begin
    if (rst) begin
      state <= IDLE;
      rx_done <= 0;
      rx_byte <= 8'b0;
      shift_reg <= 8'b0;
      baud_counter <= 0;
      bit_index <= 0;
    end else begin
      case (state)
        IDLE: begin
          rx_done <= 0;
          baud_counter <= 0;
          bit_index <= 0;
          if (rx_serial == 0)    
            state <= START;
        end
        START: begin
          if (baud_counter == (CLKS_PER_BIT-1)/2) begin
            if (rx_serial == 0) begin
              baud_counter <= 0;
              state <= DATA;
            end else
              state <= IDLE;
          end else begin
            baud_counter <= baud_counter + 1;
            state <= START;
          end
        end
        DATA: begin
          if (baud_counter < CLKS_PER_BIT-1) begin
            baud_counter <= baud_counter + 1;
          end else begin
            baud_counter <= 0;
            shift_reg[bit_index] <= rx_serial;
            if (bit_index < 7) begin
              bit_index <= bit_index + 1;
              state <= DATA;
            end else begin
              bit_index <= 0;
              state <= STOP;
            end
          end
        end
        STOP: begin
          if (baud_counter < CLKS_PER_BIT-1) begin
            baud_counter <= baud_counter + 1;
          end else begin
            rx_done <= 1;   
            rx_byte <= shift_reg;
            baud_counter <= 0;
            state <= CLEANUP;
          end
        end
        CLEANUP: begin
          rx_done <= 0;
          state <= IDLE;
        end
        default: state <= IDLE;
      endcase
    end
  end
endmodule
==> design/flow/run.sh <==
#!/bin/bash
# OpenROAD 26Q1-2900-gdf79404cd8, Yosys 0.63+post, stock flow scripts
make -C /OpenROAD-flow-scripts/flow DESIGN_CONFIG=/design/flow/config.mk WORK_HOME=/design/flow/orfs finish
==> design/flow/config.mk <==
export PLATFORM = sky130hd
export DESIGN_NAME = uart_rx
export DESIGN_NICKNAME = uart_rx
export VERILOG_FILES = /design/flow/design.v
export SDC_FILE = /design/flow/constraint.sdc
export NUM_CORES = 4
export LEC_CHECK = 1
export CORE_AREA = 10 10 106 106
export DIE_AREA = 0 0 116 116
==> design/flow/constraint.sdc <==
current_design uart_rx

set clk_period 2.2
set clk_io_pct 0.2

create_clock -name clk0 -period $clk_period [get_ports {clk}]

set non_clock_inputs [all_inputs -no_clocks]
set_input_delay [expr $clk_period * $clk_io_pct] -clock clk0 $non_clock_inputs
set_output_delay [expr $clk_period * $clk_io_pct] -clock clk0 [all_outputs]
==> notes.md <==
yosys + openroad results -> GRT Overall Usage 5.00%, total grt overflow 0, Syn. warnings 1, Comb pwr share 1.8%, Root Buffer clkbuf_8, RSZ-0062 raised after global routing false, fin crit share 86.7%, Iteration-0 DRC Markers 53, DR pass1 iterations 4, fill cell count 927, Vias/cell 4.41, HPWL after detailed placement 2.36 mm, DR vias 1282, Worst-path clk slew 70 ps, post-synth top area share 46.4%, Post-synth seq share 46.4%, placed inst area 1910 µm², layout cells sized above 1 15.3%, htree depth 2, Worst-Margin Slew 493 ps, biggest area cells dfrtp_1 46%, mux2_2 6.7%, ha_1 4.5%, nand3_1 4.5%, nand2_1 4.3%, Site Rows 34, TritonCTS clock tree done, # setup viols final 0, final hold viol count 0, area grow syn2layout 21.4%, Die Ht 116 µm, CP Launch Type flop, internal power 0.945 mW, setup tns final 0 ps, ANT nets after route 0, crit path kind flop to flop, maxcap violations 0, Chip Area, Yosys 1670 µm², Crit. End Element flop, power share of the sequential group 48.8%, CTS Buf Count 5, peak supply drop 0.303 mV, switching pwr 0.229 mW, worst rel slew slack 66.9%, DRT Wirelength 3.31 mm, worst min path class flop to flop, ys async rst share 100%, CP required 2370 ps, Cells after DPL 283, CTS Hold Buffers Added 0, Top Ports 12, clk buf depth 2, clk_skew 8.46 ps, synthesized area 1670 µm², post-route non-filler standard cell count 291, switch share 19.5%, Worst EP arrival 2080 ps, FF+latch count, synth 31, yosys cell count 167, final core area utilization 22.9%, final worst path period need 1910 ps, clk sinks 31, Post-CTS Setup Inserts 0, DRC 0, first-pass GRT wire length 5.65 mm, Port Buffers 11, die extent in x 116 µm, chip area 13500 µm², clk latency late pin 290 ps, number of flops mapped to enable cells by yosys 0, pin count of the biggest net entering global routing 32, cell area power density 578 nW/µm², Top FF cell, synth dfrtp_1, count of tool warnings 29, RePlAce Congestion 0.845, syn avg cell area 10.0 µm², post-synth top area cell dfrtp_1, core area 8850 µm², vias in the first global route 1182, Resize count post-CTS 0, status complete, no violations, clock share of power 49.4%, final slew viol count 0, fin area 2030 µm², Pleak 0.847 nW, Floorplan Utilization 18.9%, Power Total 1.17 mW, DR WL/cell 11.4 µm, distinct lib cells 43, worst-path fanout max 10, ant diodes 0, Mapped Cells 167, Max Freq 524 MHz, initial antenna violation count 0
-- through the flow --
| step | worst slack, ps | hold WS, ps |
|---|---|---|
| floorplan | 443 | 451 |
| finish | 292 | 490 |
| CTS | 318 | 494 |
| global route | 131 | 501 |
| global placement | 335 | 478 |
| detailed placement | 326 | 475 |
-- layout make-up --
cell class	count	area [µm²]	share of cell area (%)
inverter	11	41.3	2.03
multi-input combinational	117	812	40.0
sequential	31	776	38.2
clock inverter	2	35.0	1.73
timing repair buffer	16	148	7.27
clock buffer	6	82.6	4.07
tap	108	135	6.66
-- path summary, 6_finish.rpt --
kind	cells past startpoint	start	end	slack, ps
max in group asynchronous	3	rst	bit_index[1]	1380
max	5	bit_index[0]	shift_reg[4]	290
min in group asynchronous	3	rst	baud_counter[3]	530
min	1	shift_reg[2]	shift_reg[2]	490
min reg2reg	1	shift_reg[2]	shift_reg[2]	490
max reg2reg	5	bit_index[0]	shift_reg[4]	290
-- cells by family after synthesis --
| group | count (synthesis) | synth area share (%) |
|---|---|---|
| DFF | 31 | 46.4 |
| adders and majority gates | 6 | 4.49 |
| AOI/OAI and AO/OA | 37 | 16.6 |
| muxes | 10 | 6.74 |
| and+or+nand+nor | 62 | 19.7 |
| buffers and inverters | 19 | 5.01 |
| xor gates and xnor gates | 2 | 1.05 |
-- cell usage in the layout, fill, tap and decap left out, drive strengths merged, types with 2 or more instances in the layout --
cell type	count
dfrtp	31
nand2	19
nand3	15
inv	11
clkdlybuf4s50	11
mux2	10
o21ai	8
nor3	6
ha	6
clkbuf	6
nor2	5
o211ai	5
buf	5
a21oi	5
o2bb2ai	4
nand3b	3
o21a	2
a32o	2
nand4b	2
nand2b	2
o31ai	2
o221ai	2
or3	2
or2	2
nor4	2
-- metal layers --
layer  vias to the layer above  part of all wire, %  track usage (%)
met1                       615                   55             8.07
met2                        32                   40             6.71
met3                         3                  5.1             1.36
met5                         -                    0                0
li1                        632                    -                -
met4                         0                 0.51            0.334
-- critical path, stage by stage, from the launching register on --
cell and delay [ps]:
dfrtp_1 520, inv_1 130, ha_1 260, xnor2_1 420, nand4b_1 160, mux2_2 290
-- synthesized netlist by cell type, types with 4 or more instances --
cell / instances
a21oi_1: 4
dfrtp_1: 31
ha_1: 6
inv_1: 11
mux2_2: 10
nand2_1: 19
nand3_1: 15
nor2_1: 5
nor3_1: 6
o211ai_1: 5
o21ai_0: 7
o2bb2ai_1: 4
-- power groups by stage --
stage / Sequential [mW] / Clock (mW) / Combinational (mW)
4_1_cts: 0.573 / 0.594 / 0.0225
5_1_grt: 0.572 / 0.621 / 0.0246
6_report: 0.573 / 0.579 / 0.0216
Power and IR drop assume default switching activity.
