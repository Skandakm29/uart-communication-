==> design.v <==
`timescale 1ns / 1ps
module uart_tx 
  #(parameter CLKS_PER_BIT=217)
  (
   input wire clk,            
   input wire rst,            
   input wire tx_start,       
   input wire [7:0] tx_byte,  
   output reg tx_out,         
   output reg tx_busy         
   );
  parameter IDLE         = 3'b000;
  parameter START        = 3'b001;
  parameter DATA         = 3'b010;
  parameter STOP         = 3'b011;
  parameter CLEANUP      = 3'b100;
  reg [2:0] state = IDLE;      
  reg [7:0] baud_counter = 0;  
  reg [2:0] bit_index = 0;     
  reg [7:0] shift_reg = 0;     
  always @(posedge clk or posedge rst) begin
    if (rst) begin
      state <= IDLE;
      tx_out <= 1'b1;
      tx_busy <= 0;
      shift_reg <= 8'b0;
      baud_counter <= 0;
      bit_index <= 0;
    end else begin
      case (state)
        IDLE: begin
          tx_out <= 1'b1;
          tx_busy <= 0;
          baud_counter <= 0;
          bit_index <= 0;
          if (tx_start) begin
            shift_reg <= tx_byte;
            tx_busy <= 1;
            state <= START;
          end
        end
        START: begin
          tx_out <= 1'b0;  
          if (baud_counter < CLKS_PER_BIT-1) begin
            baud_counter <= baud_counter + 1;
          end else begin
            baud_counter <= 0;
            state <= DATA;
          end
        end
        DATA: begin
          tx_out <= shift_reg[0];  
          if (baud_counter < CLKS_PER_BIT-1) begin
            baud_counter <= baud_counter + 1;
          end else begin
            baud_counter <= 0;
            shift_reg <= shift_reg >> 1;
            if (bit_index < 7) begin
              bit_index <= bit_index + 1;
              state <= DATA;
            end else begin
              bit_index <= 0;
              state <= STOP;
            end
          end
        end
        STOP: begin
          tx_out <= 1'b1;  
          if (baud_counter < CLKS_PER_BIT-1) begin
            baud_counter <= baud_counter + 1;
          end else begin
            tx_busy <= 0;
            baud_counter <= 0;
            state <= CLEANUP;
          end
        end
        CLEANUP: begin
          state <= IDLE;
        end
        default: state <= IDLE;
      endcase
    end
  end
endmodule
==> run.sh <==
#!/bin/bash
# OpenROAD 26Q1-2900-gdf79404cd8, Yosys 0.63+post, stock flow scripts
make -C /OpenROAD-flow-scripts/flow DESIGN_CONFIG=/design/flow/config.mk WORK_HOME=/design/flow/orfs finish
==> config.mk <==
export PLATFORM = sky130hd
export DESIGN_NAME = uart_tx
export DESIGN_NICKNAME = uart_tx
export VERILOG_FILES = /design/flow/design.v
export SDC_FILE = /design/flow/constraint.sdc
export NUM_CORES = 4
export LEC_CHECK = 1
export CORE_AREA = 10 10 106 106
export DIE_AREA = 0 0 116 116
==> constraint.sdc <==
current_design uart_tx

set clk_period 3.3
set clk_io_pct 0.2

create_clock -name clk0 -period $clk_period [get_ports {clk}]

set non_clock_inputs [all_inputs -no_clocks]
set_input_delay [expr $clk_period * $clk_io_pct] -clock clk0 $non_clock_inputs
set_output_delay [expr $clk_period * $clk_io_pct] -clock clk0 [all_outputs]
==> flow_metrics.env <==
# source this file to load flow results
export IMPL_place_hpwl_mm=1.98
export IMPL_ios=13
export IMPL_cts_buffers=3
export IMPL_htreeDepth=1
export IMPL_peakVddDrop_mv=0.161
export IMPL_setup_tns_final_ns=0
export IMPL_first_iter_violations=81
export IMPL_synth_seq_share_pct=44.0
export IMPL_vias=1010
export IMPL_finalCriticalPeriod_ns=1.94
export IMPL_path_class="reg -> out"
export IMPL_first_global_vias=931
export IMPL_antenna_found_initial=0
export IMPL_ys_cells=137
export IMPL_rsz0062_at_grt="false"
export IMPL_yosys_most_used_dff="dfrtp_1"
export IMPL_numPortBuffers=12
export IMPL_fp_dieH_um=116
export IMPL_setup_viol=0
export IMPL_yosys_area_sq_um=1370
export IMPL_tool_warnings=25
export IMPL_hold_class="reg -> reg"
export IMPL_insertion_delay_ns=0.27
export IMPL_ys_warnings_count=1
export IMPL_end_kind="output port"
export IMPL_path_delay_family="flip-flops"
export IMPL_cp_num_buf_inv=1
export IMPL_clk_pin_slew_ns=0.08
export IMPL_outcome="finished clean"
export IMPL_powerDensity_nw_per_um2=476
export IMPL_lay_top_cells="dfrtp_1, nor2_1, a21oi_1, clkdlybuf4s50_1, nand2_1"
export IMPL_cts_hold_buf=0
export IMPL_antennaDiodeCount=0
export IMPL_worst_pin_slew_ns=0.675
export IMPL_path_max_fanout=2
export IMPL_die_w_um=116
export IMPL_syn_area_sq_um=1370
export IMPL_critical_path_max_stage_delay_ns=0.54
export IMPL_core_area_sq_um=8850
export IMPL_worstSetupStartpointType="register"
export IMPL_worstPathCellList="clkdlybuf4s50_1"
export IMPL_gr_total_overflow=0
export IMPL_final_max_slew_viol_count=0
export IMPL_max_freq_ghz=0.515
export IMPL_clockRootBuffer="clkbuf_8"
export IMPL_synth_cell_types=38
export IMPL_detail_route_antenna_nets=0
export IMPL_layout_top_cell="dfrtp_1"
export IMPL_async_flop_share_pct=100
export IMPL_syn_to_final_growth_pct=18.3
export IMPL_worst_ep_required_time_ns=2.64
export IMPL_ctsResizeCount=0
export IMPL_row_count=34
export IMPL_grt_pass1_wl_mm=4.60
export IMPL_drv_cap=0
export IMPL_edf_count=0
export IMPL_synth_cells=137
export IMPL_finalHoldViolCount=0
export IMPL_gp_congestion=0.761
export IMPL_skew_ns=0.00598
export IMPL_avgRoutedWirePerCell_um=10.9
export IMPL_cts_path_max_buffers=2
export IMPL_leakage_uw=0.000634
export IMPL_nFillCells=968
export IMPL_grt_max_degree=25
export IMPL_cts_setup_buffers=0
export IMPL_wl_mm=2.75
export IMPL_period_used_pct=58.8
export IMPL_cts_tree="built"
export IMPL_ys_ff=24
export IMPL_via_per_inst=3.99
export IMPL_clock_sinks=24
export IMPL_slew_headroom_pct=54.8
export IMPL_fin_hold_ws_ns=0.503
export IMPL_synth_area_per_cell_sq_um=9.99
export IMPL_first_pass_iters=4
export IMPL_drc=0
export IMPL_drive_above_1_share_pct=15.9
export IMPL_die_area_sq_um=13500
export IMPL_grt_total_usage_pct=4.00
export IMPL_cp_arrival_ns=1.28
export IMPL_initial_utilization_pct=15.5
export IMPL_slowest_stage="dfstp_2"
==> through the flow <==
step                      area (sq um)  util, %  cells  setup slack (ns)  power, uW
final                             1620     18.3    253              1.36        771
after global routing              1620     18.3    253              1.30        815
after global placement            1560     17.7    249              1.35        570
after detailed placement          1560     17.7    249              1.33        573
after floorplan                   1370        -    137              1.90        536
after CTS                         1620     18.3    253              1.32        775
==> layout make-up <==
type / instances / area (sq um) / area share, %
tap: 108 / 135 / 8.35
multi-input combinational: 100 / 681 / 42.0
sequential: 24 / 602 / 37.2
timing repair buffer: 14 / 135 / 8.35
clock buffer: 4 / 55.1 / 3.40
inverter: 3 / 11.3 / 0.696
==> Yosys cell counts, drive strengths merged (3+ instances only) <==
| library cell | number | area, sq um |
|---|---|---|
| nor3 | 6 | 30.0 |
| xor2 | 3 | 26.3 |
| dfrtp | 23 | 576 |
| nand3 | 8 | 40.0 |
| a21o | 3 | 23.8 |
| nand4b | 3 | 26.3 |
| inv | 3 | 11.3 |
| a21oi | 20 | 145 |
| o21ai | 3 | 15.0 |
| nor2 | 13 | 51.3 |
| nand2 | 10 | 37.5 |
| mux2i | 8 | 80.1 |
| o22ai | 3 | 32.5 |
| buf | 9 | 71.3 |
==> final timing paths <==
path                       startpoint            to  slack (ns)  cells past startpoint
setup / recovery               tx_out        tx_out        1.36                      1
hold / removal                 tx_out        tx_out        0.50                      2
setup reg to reg             state[2]  shift_reg[2]        1.54                      3
hold reg to reg                tx_out        tx_out        0.50                      2
max in group asynchronous         rst        tx_out        2.29                      3
min in group asynchronous         rst      state[2]        0.73                      3
==> logic make-up (layout without fill, tap and decap cells) <==
family                   Yosys count  after routing  share of synthesized area [%]
AND/OR/NAND/NOR                   50             50                           19.9
AND-OR/OR-AND                     37             37                           20.2
flip-flops                        24             24                           44.0
buffers and inverters             13             21                           6.31
multiplexers                       8              8                           5.85
XOR/XNOR                           3              3                           1.92
adder cells (fa/ha/maj)            2              2                           1.83
==> routing by layer <==
| layer | track usage, % | share of wire (%) |
|---|---|---|
| met5 | 0 | 0 |
| met4 | 1.17 | 2.5 |
| met3 | 0.890 | 3.9 |
| met2 | 6.03 | 48 |
| met1 | 5.65 | 45 |
==> power by group <==
part | leakage (uW) | internal (uW) | switching (uW) | total [uW]
registers | 0.000296 | 341 | 67.1 | 408
clock network | 0.0000288 | 107 | 96.0 | 203
logic | 0.000310 | 82.7 | 77.6 | 160
total | 0.000634 | 530 | 241 | 771
Power figures rest on the tool's default switching activity, not on a simulated workload.
